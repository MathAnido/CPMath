==> ./design.v <==
module registers(readReg1, readReg2, writeReg, writeData, regA, regB, regWrite, clk);
	input [4:0] readReg1;					 
	input [4:0] readReg2;					 
	input [4:0] writeReg;					 
	input [31:0] writeData;					 
	output [31:0] regA;						 
	output [31:0] regB;						 
	input regWrite;							 
	input clk;
	reg [31:0] register [31:0];				 
	always @ (posedge clk) begin
		if(writeReg)
			register[writeReg] <= writeData;		 
	end
	assign regA = (readReg1 != 0)? register[readReg1]: 0;		 
	assign regB = (readReg2 != 0)? register[readReg2]: 0;		 
endmodule
==> ./run.sh <==
#!/bin/bash
# OpenROAD 26Q1-2900-gdf79404cd8, Yosys 0.63+post, stock flow scripts
make -C /OpenROAD-flow-scripts/flow DESIGN_CONFIG=/design/flow/config.mk WORK_HOME=/design/flow/orfs finish
==> ./config.mk <==
export PLATFORM = sky130hd
export DESIGN_NAME = registers
export DESIGN_NICKNAME = registers
export VERILOG_FILES = /design/flow/design.v
export SDC_FILE = /design/flow/constraint.sdc
export NUM_CORES = 4
export LEC_CHECK = 1
export CORE_UTILIZATION = 40
==> ./constraint.sdc <==
current_design registers

set clk_period 9.8
set clk_io_pct 0.2

create_clock -name clk0 -period $clk_period [get_ports {clk}]

set non_clock_inputs [all_inputs -no_clocks]
set_input_delay [expr $clk_period * $clk_io_pct] -clock clk0 $non_clock_inputs
set_output_delay [expr $clk_period * $clk_io_pct] -clock clk0 [all_outputs]
==> results_tabular.tex <==
% Generated from flow reports
\begin{tabular}{lr}
\hline
Metric & Value \\
\hline
\multicolumn{2}{l}{\textbf{Detailed routing}} \\
\quad Detailed Route WL & $\sim$140000 um \\
\quad Via total after detailed routing & 25700 \\
\quad Detailed Route Iter0 Violations & between 1500 and 2000 \\
\quad Drt drc & 0 \\
\quad Number of vias per cell after detailed routing & 6.32 \\
\quad ANT nets after route & 0 \\
\quad Routed wire per std cell & around 35 um \\
\quad Count of TritonRoute iterations in the first routing pass & 5 \\
\multicolumn{2}{l}{\textbf{Logic synthesis}} \\
\quad Count of flip-flops with a built-in enable after synthesis & 1024 \\
\quad Number of synthesized register bits & 1024 \\
\quad Mapped Area & 47100 um\^{}2 \\
\quad Syn\_area\_per\_cell & 20.7 um\^{}2 \\
\quad Leading cell types by total area after synthesis & edfxtp\_1 (65\%), mux4\_2 (23\%), mux2i\_1 (3.2\%), o22ai\_1 (1.0\%), a22o\_1 (0.86\%) \\
\quad Most frequent cell after synthesis & edfxtp\_1 \\
\quad Yosys-reported design area after synthesis & roughly 47000 um\^{}2 \\
\quad Async set or reset register ratio after synthesis & 0\% \\
\quad Area share of the largest cell type after synthesis & 65.3\% \\
\quad Total of warnings raised by yosys & 1 \\
\quad Distinct cells, synth & 39 \\
\quad Cell type with the highest aggregate area in the netlist & edfxtp\_1 \\
\quad Post-Syn Instances & 2276 \\
\quad Yosys cell count & 2276 \\
\quad Predominant post-synthesis flop cell & edfxtp\_1 \\
\quad Commonest cells in the netlist & edfxtp\_1 (1024), mux4\_2 (478), mux2i\_1 (151) \\
\quad Fraction of the yosys area taken by sequential cells & between 60\% and 70\% \\
\multicolumn{2}{l}{\textbf{Timing}} \\
\quad Fin Hold WS & 2.11 ns \\
\quad Normalized max-slew margin & 25.0\% \\
\quad Final period demand of the worst path & 7.78 ns \\
\quad Total setup violations reported at the end of the flow & 0 \\
\quad Worst-margin pin slew & 1.12 ns \\
\quad Total Neg Setup Slack & 0 ns \\
\quad Hold Vio Cnt, Final & 0 \\
\quad F\_max & between 0.1 and 0.15 GHz \\
\quad Final Slew Violations & 0 \\
\quad Post-route fraction of the period consumed by the critical path & 79.4\% \\
\quad RSZ-0062 raised after global routing & no \\
\multicolumn{2}{l}{\textbf{Finish}} \\
\quad Sequential cell area & 30700 um\^{}2 \\
\quad Post-route cell area & 53900 um\^{}2 \\
\quad Area grow syn2layout & 14.5\% \\
\quad Fraction of layout cells with a size suffix above 1 & about 33\% \\
\quad Combinational cell area excluding buffers and inverters & 15700 um\^{}2 \\
\quad End-of-flow core utilization & between 40\% and 50\% \\
\quad Register containing the most flip-flops in the final layout & register \\
\quad Fill cell instance count of the final layout & 9466 \\
\quad Max FFs per register & 1024 \\
\quad Top flop regs & register: 1024 flops \\
\multicolumn{2}{l}{\textbf{Run}} \\
\quad Max cap viols & 0 \\
\quad OpenROAD warnings & 27 \\
\multicolumn{2}{l}{\textbf{GRT}} \\
\quad Total grt overflow & 0 \\
\quad Vias in the first global route & $\sim$30000 \\
\quad Largest net degree at the start of global routing & 85 \\
\quad Overall global routing resource usage & 26.6\% \\
\quad Antenna violations before repair & 4 \\
\quad Wire length of the first global-routing pass & 205000 um \\
\multicolumn{2}{l}{\textbf{Pwr}} \\
\quad Leak pwr & 16.9 nW \\
\quad Final Power & 0.00989 W \\
\quad Power Density & $\sim$180 nW/um\^{}2 \\
\quad Max IR drop VDD & 0.145 mV \\
\multicolumn{2}{l}{\textbf{Setup path}} \\
\quad Critical Path Start Type & input port \\
\quad Largest fanout of any net on the critical path & 25 \\
\quad Data arrival time of the critical path & 5.82 ns \\
\quad Req. time, crit path & 7.84 ns \\
\quad Kind of capture point of the worst setup path & primary output \\
\quad Critical path launch point & readReg2[3] \\
\quad Crit Path Category & in2out \\
\multicolumn{2}{l}{\textbf{Worst hold path}} \\
\quad Origin of the worst min-delay path & writeData[21] \\
\quad Path type of the worst min-delay path & in2reg \\
\multicolumn{2}{l}{\textbf{Floorplanning}} \\
\quad Num rows & 125 \\
\quad Vertical die size & 345 um \\
\quad I/O pin count & roughly 110 \\
\quad Pre-placement core utilization & between 40\% and 50\% \\
\quad Die Footprint & 119000 um\^{}2 \\
\quad Core footprint & around 120000 um\^{}2 \\
\quad Die width & between 300 and 400 um \\
\multicolumn{2}{l}{\textbf{Clock tree}} \\
\quad Post CTS Setup Buffer Count & 0 \\
\quad CTS tree & done \\
\quad H-Tree Depth & 3 \\
\quad Cell chosen for the clock root & clkbuf\_16 \\
\quad Post-cts resize count & 0 \\
\quad Buffer depth of the longest clock path & 3 \\
\quad Hold-fix buffers, CTS & 0 \\
\quad CTS clock-pin slew for the worst setup and hold paths & 0.06 ns \\
\quad Number of clock sinks & 1024 \\
\quad Number of CTS-inserted buffers & between 100 and 150 \\
\multicolumn{2}{l}{\textbf{Placement}} \\
\quad RD Place Congestion & 0.854 \\
\quad Port-buffer cells & 111 \\
\quad DP Area & 50400 um\^{}2 \\
\quad HPWL reported at the end of detailed placement & 83600 um \\
\multicolumn{2}{l}{\textbf{Run status}} \\
\quad Run status & finished, final reports clean \\
\hline
\end{tabular}
-- path summary, 6_finish.rpt --
kind                               to  slack, ns  cells past startpoint
worst max-delay path         regB[28]       2.02                      8
worst min-delay path  register[8][21]       2.11                      2
-- critical path, cell delays in order --
cell and delay, ns:
clkdlybuf4s50_1 0.46, buf_4 0.43, nand3b_1 0.78, buf_4 0.48, o22ai_1 0.16, a2111oi_0 0.72, nor3_1 0.28, clkdlybuf4s50_1 0.49
-- per-stage QoR --
step                setup slack, ns  instances
floorplan                      4.28       2307
global placement               2.05       3871
detailed placement             2.09       3871
CTS                            2.07       4069
global route                   1.89       4070
finish                         2.02       4071
-- layout make-up --
class                           count  area share, %
Clock inverter                     69           1.19
Clock buffer                      129           5.20
Multi-Input combinational cell   1090           29.1
Antenna cell                        2        0.00929
Inverter                            1        0.00697
Timing Repair Buffer              232           3.91
Tap cell                         1524           3.54
Sequential cell                  1024           57.1
-- report_power, final --
| part | internal (W) | leakage, nW | switching (W) |
|---|---|---|---|
| logic | 0.000421 | 5.99 | 0.000507 |
| registers | 0.00492 | 9.27 | 0.0000404 |
| clock network | 0.00234 | 1.69 | 0.00165 |
| total | 0.00769 | 16.9 | 0.00220 |
-- cells in the final DEF, fill, tap and decap left out, types with 20 or more instances in the layout --
cell type and count:
clkbuf_16 109, clkdlybuf4s50_1 103, clkinv_1 24, mux2i_1 151
edfxtp_1 1024, a211oi_1 27, a2111oi_0 23, clkinv_2 24
o22ai_1 75, nor3_1 51, nor2_4 31, buf_4 116
mux2_2 32, clkbuf_1 20, mux4_2 478, o221ai_1 23
a22o_1 46, a22oi_1 20, conb_1 32
-- metal layers --
layer	global-route usage (%)	part of all wire [%]	vias to the layer above
met4	7.71	3.8	15
met5	2.44	0.24	-
li1	-	-	10400
met1	29.6	30	13100
met3	21.3	18	315
met2	39.3	47	1955
-- logic make-up after synthesis --
| kind of cell | count (synthesis) | share of synthesized area [%] |
|---|---|---|
| DFF | 1024 | 65.3 |
| muxes | 661 | 26.8 |
| AOI/OAI and AO/OA | 253 | 4.02 |
| buffers and inverters | 193 | 2.23 |
| and+or+nand+nor | 144 | 1.58 |
| other | 1 | 0.00797 |
Power is estimated from default activity; no workload was simulated.
