--- design/flow/design.v ---
module memory(adress, data, memOut, memRead, memWrite, clk, reset, rclk);
	input [31:0] adress;				 
	input [31:0] data;					 
	input memWrite;						 
	input memRead;						 
	input clk;
	input rclk;
	input reset;
	output reg [31:0] memOut;			 
	reg [31:0] ram[199:0];				 
	initial begin
		ram[32'd0] = {6'b111111, 26'd107};  
		ram[32'd105] = 32'd5; 
		ram[32'd106] = 32'd4; 
		ram[32'd107] = {6'b001000, 5'b00000, 5'b00010, 16'd105};  
		ram[32'd108] = {6'b001000, 5'b00000, 5'b00011, 16'd106};  
		ram[32'd109] = {6'b000000, 5'b00010, 5'b00011, 5'b00100, 5'b00000, 6'b000000};	 
		ram[32'd110] = {6'b101000, 5'b00100, 5'b00100, 16'd0};
		ram[32'd111] = {6'b111111, 26'd107};
	end
	always @(posedge clk) begin
		if(memWrite)
			ram[adress] <= data;			 
	end
	always @(posedge rclk) begin
		if(memRead)
			memOut <= ram[adress];			 
	end
endmodule
--- design/flow/run.sh ---
#!/bin/bash
# OpenROAD 26Q1-2900-gdf79404cd8, Yosys 0.63+post, stock flow scripts
make -C /OpenROAD-flow-scripts/flow DESIGN_CONFIG=/design/flow/config.mk WORK_HOME=/design/flow/orfs finish
--- design/flow/config.mk ---
export PLATFORM = sky130hd
export DESIGN_NAME = memory
export DESIGN_NICKNAME = memory
export VERILOG_FILES = /design/flow/design.v
export SDC_FILE = /design/flow/constraint.sdc
export NUM_CORES = 4
export LEC_CHECK = 1
export CORE_UTILIZATION = 40
export SYNTH_MEMORY_MAX_BITS = 65536
--- design/flow/constraint.sdc ---
current_design memory

set clk_period 91.5
set clk_io_pct 0.2

create_clock -name clk0 -period $clk_period [get_ports {clk}]
create_clock -name clk1 -period $clk_period [get_ports {rclk}]

set non_clock_inputs [all_inputs -no_clocks]
set_input_delay [expr $clk_period * $clk_io_pct] -clock clk0 $non_clock_inputs
set_output_delay [expr $clk_period * $clk_io_pct] -clock clk0 [all_outputs]
==> results.txt <==
fresh numbers from the pnr run: starting utilization of the core area 0.402, crit path cell chain buf_12, buf_4, buf_12, buf_4, buf_4, buf_12, buf_12, mux4_2, o22ai_1, o21ai_0, a32oi_1, a21oi_1, static leakage power between 80 and 90 nW, post-detailed-placement half-perimeter wirelength between 300000 and 400000 µm, Filler Cell Count 48.3k, number of cells traversed by the worst register-to-register path 6, # Cells Yosys 11.1k, Synth Instances 11.1k, setup repair after global routing missed its margin false, Worst IR Drop VDD 0.0000180 V, number of routed nets with antenna violations 0, most frequent CP cell buf_12, post-DR wirelength/cell 31.5 µm, share of synthesized registers carrying an async set or reset 0, Post-Syn Area per Cell 22.1 µm², most instantiated logic cells after routing edfxtp_1, mux4_2, mux2i_1, logic area 49700 µm², clock tree from TritonCTS done, Die Outline Area 614000 µm², count of routing violations after the opening detailed-route iteration 7498, transition time at the pin with the least slew margin 1320 ps, worst setup slack before clock tree synthesis between 60000 and 70000 ps, Post-Route Hold Slack 2120 ps, crit end category register, flip-flop and latch count after synthesis 6432, slowest stage cell, crit path a32oi_1, buffer and inverter count on the worst path 7, Hold Crit Endpoint memOut[28], remaining design rule violation count 0, outcome finished, final reports clean, mux share of post-synthesis cell area 0.147, number of antenna violations at the first check in global routing 38, endpoint of the worst register-to-register path memOut[11], smallest setup slack after layout ~67000 ps, max-cap viol count 0, vertical die dimension 784 µm, CP top delay family buffers and inverters, most common library cell in the layout ignoring fill and taps edfxtp_1, Total GRT Usage 0.230, post-synth area from yosys stat 245000 µm², data required time at the worst endpoint 91390 ps, final setup fails 0, Synth Area in Adders 0, sequential cell area fraction in the yosys report 0.790, area share of and-or/or-and cells after synthesis 0.0366, Total Power Consumption 0.00608 W, total power per unit cell area 21.8 nW/µm², vias in the first global route 131k, and+or+nand+nor area frac 0.0123, area of the core region 608000 µm², CP startpoint kind input port, final hold violations 0, aggregate routed wire length 644000 µm, Critical Path Fanout Max 69, count of flip-flops with a built-in enable after synthesis 6432, growth of design area from synthesis to finish 14.2%, Ports 101, post-cts gate resize count 0, setup repair bufs after CTS 0, total count of max-transition violations in the final report 0, routed vias approximately 120k, flip-flop and latch area 193000 µm², setup TNS 0 ps, fraction of final layout cells with drive strength greater than 1 0.258, Core Rows about 290, R2R setup slack 87280 ps, total congestion overflow after global routing 0, startpoint of the worst register-to-register path ram[112][11], weighted congestion at the end of routability-driven global placement 0.891, data arrival at the endpoint of the critical path between 20000 and 25000 ps, tally of OpenROAD warnings roughly 60, Die Span X just under 800 µm, iteration count of the initial detailed-routing pass 5, commonest register cell after synthesis edfxtp_1, synthesis warning total 1, CP peak stage delay a little over 800 ps, Hold Crit Class register to register, cell depth of the worst min-delay path 4, ratio of routed vias to standard cells 5.74, largest net degree at the start of global routing 106, number of port buffers 74, cell area after technology mapping between 200000 and 250000 µm², count of cell instances traversed by the critical path 12, global-route wire length before repair 911000 µm, min-delay src ram[37][28], register clock-pin slew on the reported worst setup and hold paths 60 ps, worst slew margin relative to its limit 0.113, classification of the worst setup path input port to register, Hold-fix buffers, CTS 0, clock tree sinks about 6.4k, post-synthesis cell type count roughly 54, main logic family after synthesis multiplexers, parity-gate share of the synthesized area counting xor and xnor cells 0
## sequential cells by signal (all words and copies together) (netlist names)
register,cells
ram,6400
memOut,32
## kinds of logic after synthesis
family / after synthesis
mux: 2021
compound gates: 1319
simple gates: 636
buf+inv: 660
flops: 6432
## how the worst max path moves through the flow
| stage | end | from |
|---|---|---|
| 4_1_cts | memOut[25] | adress[1] |
| 5_1_grt | memOut[25] | adress[1] |
| 6_report | memOut[25] | adress[1] |
## synth_stat cells (25+ instances only)
master / n / area [µm²]
edfxtp_1: 6432 / 193000
mux4_2: 1238 / 27900
mux2i_1: 655 / 6560
a22oi_1: 382 / 2870
o22ai_1: 342 / 2140
nor2_1: 310 / 1160
buf_2: 257 / 1290
clkbuf_1: 210 / 788
a21oi_1: 151 / 756
o21ai_0: 136 / 681
mux2_2: 128 / 1440
buf_4: 118 / 886
nor4_1: 100 / 626
nand2_1: 68 / 255
o211ai_1: 64 / 480
a211oi_1: 50 / 375
a22o_1: 44 / 385
o221ai_1: 44 / 385
buf_6: 41 / 462
nor3_1: 33 / 165
buf_1: 29 / 109
or3_1: 28 / 175
o31ai_1: 26 / 195
nor2b_1: 25 / 156
## routing by layer
layer  vias to the layer above  global-route usage  wire length [µm]
met5                         -              0.0563              3420
met4                        48              0.0696             25500
met3                      1217               0.222            138000
met2                      8914               0.325            293000
met1                     58399               0.236            184000
li1                      48650                   -                 -
## where the power goes
group	leakage, nW	total, W	switching (W)	internal, W
sequential	57.8	0.00325	0.00000181	0.00325
clock	9.86	0.00253	0.00110	0.00143
combinational	18.7	0.000292	0.000197	0.0000946
## worst min-delay path, delay by kind of cell, from the launching register on
kind / cells / cell delay, ps
AND-OR/OR-AND: 2 / 350
flip-flops: 1 / 310
multiplexers: 1 / 220
buffers and inverters: 1 / 260
## stage by stage
step | cell area (µm²) | util | cells
after CTS | 279000 | 0.459 | 20316
after global routing | 279000 | 0.459 | 20390
final | 279000 | 0.460 | 20427
after floorplan | 245000 | - | 11068
after global placement | 259000 | 0.426 | 19170
after detailed placement | 259000 | 0.426 | 19170
## layout make-up
type,instances,area share
antenna,111,0.000995
inverter,1,0.0000134
multi-input combinational,3976,0.178
sequential,6432,0.692
tap,8064,0.0361
clock buffer,778,0.0597
timing repair buffer,697,0.0204
clock inverter,368,0.0132
No activity file was given, so power comes from the tool's default toggle rates.
